[run.sh]
#!/bin/bash
# OpenROAD 26Q1-2900-gdf79404cd8, Yosys 0.63+post, stock flow scripts
make -C /OpenROAD-flow-scripts/flow DESIGN_CONFIG=/design/flow/config.mk WORK_HOME=/design/flow/orfs finish
[config.mk]
export PLATFORM = sky130hd
export DESIGN_NAME = clock_divide_verilog
export DESIGN_NICKNAME = clock_divide_verilog
export VERILOG_FILES = /design/flow/design.v
export SDC_FILE = /design/flow/constraint.sdc
export NUM_CORES = 4
export LEC_CHECK = 1
export CORE_AREA = 10 10 70 70
export DIE_AREA = 0 0 80 80
export SYNTH_HDL_FRONTEND = slang
[design.v]
module clock_divide_verilog 
    (input i_clock, 
     output o_clock);
    integer i_count = 4;     
    parameter i_count_bits = 2;
    reg [i_count_bits:0] count = 0;   
    reg toggle = 0;
    assign o_clock = toggle;
    always @ (posedge i_clock) begin
        count <= (count == i_count)? 0 : count + 1;      
        toggle <= (count == 0)? ~toggle : toggle;        
    end
endmodule
[constraint.sdc]
current_design clock_divide_verilog

set clk_period 1.0
set clk_io_pct 0.2

create_clock -name clk0 -period $clk_period [get_ports {i_clock}]

set non_clock_inputs [all_inputs -no_clocks]
set_input_delay [expr $clk_period * $clk_io_pct] -clock clk0 $non_clock_inputs
set_output_delay [expr $clk_period * $clk_io_pct] -clock clk0 [all_outputs]
==> impl_metrics.ini <==
; generated from flow reports
[yosys]
syn_avg_cell_area_um2 = 11.7
yosysTopAreaCell = dfxtp_1
synth_chip_area_um2 = 164
ys_warn_count = 0
syn_inst = 14
top_cell_area_share_pct = 36.6
yosys_cells = 14
topCellsByArea = dfxtp_1, edfxtp_1, ha_1
synth_area_um2 = 164
yosys.stat.seqShare_pct = 55.0
synth_flop_count = 4
ys_types = 9

[clock_network]
cts_buffer_depth = 2
cts_tree = yes
ctsHoldBuffers = 0
cts.sinks = 4
htree_levels = 1
numCtsBuffers = 3
path_clk_slew_ns = 0.04
clock_latency_ns = 0.24
cts-root-buf = clkbuf_4

[cells_and_area]
comb_area_um2 = 77.6
fin_util_pct = 8.32
flop_area_um2 = 91.3
drive_above_1_share_pct = 47.6
lay_top_cells = inv_1, clkbuf_4, dfxtp_1, buf_4
syn2layout_area_growth_pct = 73.3
fillers = 406

[sta]
drv_slew = 0
skew_ns = 0.00568
tns_ns = 0
tightest_slew_ns = 0.175
max_slew_margin_pct = 88.3
hold_viol = 0
fin_crit_sh_pct = 96.8
setup_viol = 0
setup_slack_ns = 0.0323
rsz0062_at_grt = false
period_needed_ns = 0.968
fmax_ghz = 1.03

[outcome]
status = completed

[setup_path]
r2r_start = count[0]$_SDFF_PN0_
crit_path_start_kind = flop
rr_endpoint = o_clock$_DFFE_PN_
arrival_ns = 0.93
worstRegToRegCells = 3
path_max_fanout = 4
endpoint_kind = flop
r2r_slack_ns = 0.03
cp.required_ns = 0.96
crit_type = flop to flop

[job]
cap_violations = 0
openroad.warnings = 26

[grt]
overflow = 0
antenna_found_initial = 0
grt_first_pass_wirelength_um = 483
use_met2_pct = 1.12
grt_pass1_vias = 123
grt_max_degree = 5
globalRouteMet1Util_pct = 0.931
busiest_layer = met3
use_met3_pct = 1.14
track_usage_pct = 0.996

[power]
p_per_area_nw_per_um2 = 1400
leakagePower_nw = 0.101
irDropWorstVdd_uv = 124

[detailed_routing]
drtAntennaViolNets = 0
vias = 111
wl_um = 309
via_per_inst = 1.66
wl_per_cell_um = 4.61
drc_errors = 0
drtPass1Iterations = 2
drt_iter0_markers = 1
diodes = 0

[die]
num_rows = 21
core-area_um2 = 3420
die_x_um = 80
die_y_um = 80
fp_util_pct = 4.80
io_pins = 2
die-area_um2 = 6400

[place]
post-place-ws_ns = -0.0213
io_buffers = 1
place_congestion = 0.578
dp_hpwl_um = 195

[min_path]
hold_depth = 1
hold_class = flop to flop
min_from = count[0]$_SDFF_PN0_
min_to = count[0]$_SDFF_PN0_
==> power by group <==
part	switching, W	total [W]	internal [W]
clock	0.0000804	0.000231	0.000151
sequential	0	0.000166	0.000166
combinational	0	0.0000000000501	0
total	0.0000804	0.000397	0.000316
==> through the flow <==
step,hold slack [ns],cell area [µm²],cells,power (W)
6_report,0.418,284,67,0.000397
5_1_grt,0.440,284,67,0.000420
4_1_cts,0.418,274,67,0.000412
3_5_place_dp,0.447,239,62,0.000168
3_3_place_gp,0.426,239,62,0.000168
2_1_floorplan,0.417,164,14,0.000168
==> logic make-up (layout without fill, tap and decap cells) <==
| logic type | after synthesis | in the layout | synth area share (%) |
|---|---|---|---|
| flip-flops | 4 | 4 | 55.0 |
| buffers and inverters | 3 | 10 | 6.87 |
| adder cells (fa/ha/maj) | 2 | 2 | 15.3 |
| AND-OR/OR-AND | 2 | 2 | 7.63 |
| AND/OR/NAND/NOR | 2 | 2 | 6.11 |
| multiplexers | 1 | 1 | 9.16 |
==> critical path, cell delays in order (launching register included) <==
cell and delay, ns:
dfxtp_2 0.32, inv_1 0.08, ha_4 0.14, nor2b_2 0.13
==> registers in the layout (all words and copies together), names as in the netlist <==
name and cells:
count 3, o_clock 1
==> area by class of cell <==
cell class                      count  share of cell area (%)
Clock buffer                        4                    9.25
Inverter                            3                    3.96
Multi-Input combinational cell      7                    27.3
Sequential cell                     4                    32.2
Tap cell                           46                    20.3
Timing Repair Buffer                3                    7.05
==> cell usage after synthesis (all sizes together) <==
cell	instances
edfxtp	1
inv	3
nor2	1
a21oi	1
mux2	1
a21boi	1
nor2b	1
ha	2
dfxtp	3
==> worst max path at each step <==
stage | from | to | slack (ns) | depth (start not counted)
6_report | count[0]$_SDFF_PN0_ | o_clock$_DFFE_PN_ | 0.03 | 3
5_1_grt | count[0]$_SDFF_PN0_ | o_clock$_DFFE_PN_ | 0.003 | 3
4_1_cts | count[0]$_SDFF_PN0_ | o_clock$_DFFE_PN_ | 0.0008 | 3
==> per-layer routing <==
| metal | vias to the layer above | wire [µm] |
|---|---|---|
| met5 | - | 0 |
| met4 | 0 | 14 |
| met3 | 2 | 39 |
| met2 | 5 | 124 |
| met1 | 45 | 131 |
| li1 | 59 | - |
==> repair_timing <==
action                     4_1_cts  5_1_grt
resized                          6        1
setup buffers                    1        0
pin swaps                        1        0
setup endpoints to repair        3        3
Power is estimated from default activity; no workload was simulated.
