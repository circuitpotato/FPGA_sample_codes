==> flow/design.v <==
module CLA_full_adder_verilog(
    input i_A, i_B, i_Cin,
    output o_Sum, o_P, o_G);
    assign o_P = i_A ^ i_B;          
    assign o_G = i_A & i_B;          
    assign o_Sum = o_P ^ i_Cin;      
endmodule
module four_bit_CLA_adder_verilog(
    input [3:0] i_A, [3:0] i_B, 
    input i_Cin,
    output [3:0] o_Sum,
    output o_Cout
    );
    wire [3:0] P, G;     
    wire [2:0] C;        
    CLA_full_adder_verilog CLA_FA0 (.i_A(i_A[0]), .i_B(i_B[0]), .i_Cin(i_Cin), .o_Sum(o_Sum[0]), .o_P(P[0]), .o_G(G[0]));
    CLA_full_adder_verilog CLA_FA1 (.i_A(i_A[1]), .i_B(i_B[1]), .i_Cin(C[0]), .o_Sum(o_Sum[1]), .o_P(P[1]), .o_G(G[1]));
    CLA_full_adder_verilog CLA_FA2 (.i_A(i_A[2]), .i_B(i_B[2]), .i_Cin(C[1]), .o_Sum(o_Sum[2]), .o_P(P[2]), .o_G(G[2]));
    CLA_full_adder_verilog CLA_FA3 (.i_A(i_A[3]), .i_B(i_B[3]), .i_Cin(C[2]), .o_Sum(o_Sum[3]), .o_P(P[3]), .o_G(G[3]));
    assign C[0] = G[0] | (P[0] & i_Cin);
    assign C[1] = G[1] | (P[1] & G[0]) | (P[1] & P[0] & i_Cin);
    assign C[2] = G[2] | (P[2] & G[1]) | (P[2] & P[1] & G[0]) | (P[2] & P[1] & P[0] & i_Cin);
    assign o_Cout = G[3] | (P[3] & G[2]) | (P[3] & P[2] & G[1]) | (P[3] & P[2] & P[1] & G[0]) | (P[3] & P[2] & P[1] & P[0] & i_Cin);
endmodule
==> flow/run.sh <==
#!/bin/bash
# OpenROAD 26Q1-2900-gdf79404cd8, Yosys 0.63+post, stock flow scripts
make -C /OpenROAD-flow-scripts/flow DESIGN_CONFIG=/design/flow/config.mk WORK_HOME=/design/flow/orfs finish
==> flow/config.mk <==
export PLATFORM = sky130hd
export DESIGN_NAME = four_bit_CLA_adder_verilog
export DESIGN_NICKNAME = four_bit_CLA_adder_verilog
export VERILOG_FILES = /design/flow/design.v
export SDC_FILE = /design/flow/constraint.sdc
export NUM_CORES = 4
export LEC_CHECK = 1
export CORE_AREA = 10 10 70 70
export DIE_AREA = 0 0 80 80
export SYNTH_HDL_FRONTEND = slang
==> flow/constraint.sdc <==
current_design four_bit_CLA_adder_verilog

set clk_period 3.0
set clk_io_pct 0.2

create_clock -name clk0 -period $clk_period

set non_clock_inputs [all_inputs -no_clocks]
set_input_delay [expr $clk_period * $clk_io_pct] -clock clk0 $non_clock_inputs
set_output_delay [expr $clk_period * $clk_io_pct] -clock clk0 [all_outputs]
==> metrics.txt <==
# HELP chip_impl_metric Yosys and OpenROAD flow results
# TYPE chip_impl_metric gauge
chip_impl_info{name="result_of_the_run",value="complete, no violations"} 1
chip_impl_metric{name="chipArea",unit="um^2"} 6400
chip_impl_info{name="critPathKind",value="primary input to primary output"} 1
chip_impl_metric{name="coreArea",unit="um^2"} 3420
chip_impl_metric{name="detail_route.antenna_diodes",unit=""} 0
chip_impl_info{name="final_layout_top_logic_cell",value="clkdlybuf4s50_1"} 1
chip_impl_metric{name="dp.final_hpwl",unit="um"} 554
chip_impl_info{name="crit_slowest_cell",value="clkdlybuf4s50_1"} 1
chip_impl_metric{name="slew_headroom",unit="%"} 86.5
chip_impl_metric{name="rows",unit=""} 21
chip_impl_info{name="netlist_top_cells_area",value="ha_1 31%, buf_4 15%, fa_1 10%, xnor2_1 8.8%, a21o_1 7.5%"} 1
chip_impl_metric{name="dieWidth",unit="um"} 80
chip_impl_metric{name="largest_net_degree_at_the_start_of_global_routing",unit=""} 4
chip_impl_metric{name="syn-cell-area",unit="um^2"} 200
chip_impl_metric{name="n_sequential_cell",unit=""} 0
chip_impl_metric{name="wl_per_cell",unit="um"} 7.21
chip_impl_info{name="setup.worst_path.start_class",value="primary input"} 1
chip_impl_metric{name="synth_cell_types",unit=""} 11
chip_impl_info{name="highest-signal-layer",value="met3"} 1
chip_impl_metric{name="max_freq",unit="MHz"} 343
chip_impl_info{name="critPathMostFrequentCell",value="clkdlybuf4s50_1"} 1
chip_impl_metric{name="powerDensity",unit="nW/um^2"} 169
chip_impl_metric{name="grt_overflow",unit=""} 0
chip_impl_metric{name="post_route_cells_drive_above_1_share",unit="%"} 5.88
chip_impl_metric{name="postRouteWirelength",unit="um"} 577
chip_impl_metric{name="layout.area.seq",unit="um^2"} 0
chip_impl_metric{name="timing.max_cap.violations",unit=""} 0
chip_impl_metric{name="timing.hold.ws",unit="ps"} 2030
chip_impl_metric{name="tns",unit="ps"} 0
chip_impl_info{name="holdCritPathClass",value="primary input to primary output"} 1
chip_impl_info{name="setup_repair_after_global_routing_missed_its_margin",value="false"} 1
chip_impl_info{name="setup.worst_path.end",value="o_Sum[3]"} 1
chip_impl_metric{name="syn-instance-count",unit=""} 24
chip_impl_metric{name="finish.utilization",unit="%"} 10.8
chip_impl_metric{name="global_route.usage.total",unit="%"} 1.62
chip_impl_metric{name="synth-seq-area-share",unit="%"} 0
chip_impl_metric{name="io_pins",unit=""} 14
chip_impl_metric{name="ys_chip_area",unit="um^2"} 200
chip_impl_metric{name="critPathMaxStageDelay",unit="ps"} 480
chip_impl_metric{name="vias_per_cell",unit=""} 2.26
chip_impl_metric{name="irDropWorstVdd",unit="mV"} 0.0165
chip_impl_metric{name="mapped_avg_cell_area",unit="um^2"} 8.34
chip_impl_info{name="layout.cells.most_common_list",value="13 x clkdlybuf4s50_1, 5 x ha_1, 4 x inv_1"} 1
chip_impl_metric{name="met1_length",unit="um"} 138
chip_impl_metric{name="final-hold-violation-count",unit=""} 0
chip_impl_metric{name="routed-via-count",unit=""} 181
chip_impl_info{name="yosys.area.top_type",value="ha_1"} 1
chip_impl_metric{name="detail_route.iter0.violations",unit=""} 0
chip_impl_metric{name="timing.critical_path.fanout_max",unit=""} 3
chip_impl_metric{name="die-height",unit="um"} 80
chip_impl_metric{name="final_max_slew_viol_count",unit=""} 0
chip_impl_info{name="critical_path_sink_type",value="primary output"} 1
chip_impl_metric{name="drt_pass1_iterations",unit=""} 1
chip_impl_metric{name="place_congestion",unit=""} 0.631
chip_impl_metric{name="final.period_utilization",unit="%"} 97.2
chip_impl_metric{name="total_leakage_power",unit="nW"} 0.165
chip_impl_metric{name="drt.antenna.violating_nets",unit=""} 0
chip_impl_metric{name="grt_pass1_wl",unit="um"} 841
chip_impl_metric{name="drcViolationCount",unit=""} 0
chip_impl_metric{name="cts_setup_buffers",unit=""} 0
chip_impl_info{name="crit_path_cell_trace",value="clkdlybuf4s50_1 -> ha_1 -> a21oi_1 -> o21ai_2 -> xor2_1 -> clkdlybuf4s50_1"} 1
chip_impl_metric{name="count_of_buffers_inserted_at_the_top_level_ports",unit=""} 14
chip_impl_metric{name="synth_largest_type_area_fraction",unit="%"} 31.3
chip_impl_metric{name="worst_ep_required_time",unit="ps"} 2400
chip_impl_metric{name="synth.yosys.num_cells",unit=""} 24
chip_impl_metric{name="area_growth_syn_to_layout",unit="%"} 85.0
chip_impl_metric{name="setup_viol_count_final",unit=""} 0
chip_impl_metric{name="arrival",unit="ps"} 2320
chip_impl_metric{name="met2_routed_length",unit="um"} 428
chip_impl_metric{name="initial_utilization",unit="%"} 5.86
chip_impl_metric{name="synthesis.yosys.warnings",unit=""} 0
chip_impl_metric{name="met3RoutedLength",unit="um"} 10
chip_impl_metric{name="timing_worst_slew_pin_value",unit="ps"} 203
chip_impl_metric{name="clock_buffer_count",unit=""} 0
chip_impl_info{name="setup.worst_path.start",value="i_B[0]"} 1
chip_impl_metric{name="tool_warnings",unit=""} 33
chip_impl_metric{name="minimum_period_implied_by_the_final_worst_setup_slack",unit="ps"} 2920
chip_impl_metric{name="vias_in_the_first_global_route",unit=""} 199
chip_impl_metric{name="antenna_found_initial",unit=""} 0
report_power, final:
part	internal, mW	switching, mW
registers	0	0
logic	0.0424	0.0201
clock network	0	0
total	0.0424	0.0201
cells in the mapped netlist (all sizes together):
library cell and number:
buf 4, xnor2 2, ha 5, fa 1, a21o 2, nand2 1
xor2 1, a21oi 3, o21ai 1, inv 4
routing by layer:
metal | GRT usage [%] | vias to the layer above
li1 | - | 95
met1 | 0.796 | 85
met2 | 4.57 | 1
met3 | 0.114 | 0
met4 | 0 | 0
met5 | 0 | -
critical path: cells and delay by family:
kind / cells / cell delay [ps]
AOI/OAI and AO/OA: 2 / 300
xor gates and xnor gates: 1 / 140
buffers and inverters: 2 / 930
adders and majority gates: 1 / 330
cell families (layout without fill, tap and decap cells):
logic type	Yosys count	in the layout	synth area share, %
adder cells (fa/ha/maj)	6	6	41.3
AND/OR/NAND/NOR	1	1	1.87
buffers and inverters	8	18	22.5
XOR/XNOR	3	3	13.1
AND-OR/OR-AND	6	6	21.2
metrics by stage:
stage | instance area, um^2 | std cells | power (mW) | setup slack, ps
3_5_place_dp | 368 | 80 | 0.0658 | 47.3
2_1_floorplan | 200 | 24 | 0.0369 | 984
4_1_cts | 368 | 80 | 0.0661 | 44.3
6_report | 370 | 80 | 0.0625 | 82.9
5_1_grt | 370 | 80 | 0.0710 | 19.9
3_3_place_gp | 368 | 80 | 0.0654 | 44.8
cell type report:
class | instances | area (um^2)
repair buffers | 14 | 143
well taps | 46 | 57.6
fillers | 412 | 3050
multi-input cells | 16 | 155
inverters | 4 | 15.0
worst min-delay path by stage:
stage	cells past startpoint	slack, ps	to	startpoint
CTS	4	2290	o_Sum[3]	i_B[3]
global route	4	2100	o_Sum[2]	i_B[2]
finish	4	2030	o_Sum[2]	i_B[2]
what timing repair did:
action | in CTS | in global routing
hold buffers | 0 | 0
setup endpoints to repair | 0 | 1
gates resized | 0 | 1
Power is estimated from default activity; no workload was simulated.
